==> ./design.v <==
module cubic (
    input clk_i,
    input rst_i,
    input start_i,
    input [31:0] x_bi,
    output reg [63:0] y_bo,
    output reg busy_o,
    output reg [2:0] state_bo
);
localparam IDLE = 2'b00;
localparam WORK = 2'b01;
localparam END  = 2'b10;
parameter  SIZE = 8;
reg [2:0] state;
reg [31:0] x;
reg [63:0] b;
reg [63:0] y;
reg signed [3:0] ctr;
always @(posedge clk_i) begin
    if (rst_i) begin
        state <= IDLE;
        state_bo <= 0;
        x     <= 0;
        ctr   <= 0;
        b     <= 0;
        busy_o <= 0;
        y_bo   <= 0;
        y      <= 0;
    end else begin
        case (state)
            IDLE:begin
                if (start_i) begin
                    state <= WORK;
                    state_bo <= 1;
                    x     <= x_bi;
                    ctr   <= SIZE - 2;
                    busy_o <= 1;
                    y      <= 0;
                end
            end
            WORK:begin
                if (ctr < 0) begin
                    state <= END;
                    state_bo <= 2;
                end else begin
                    y = y << 1;
                    b = (3 * y * (y + 1) + 1) << ctr;
                    if (x >= b) begin
                        x <= x - b;
                        y <= y + 1;
                        ctr <= ctr - 3;
                    end else begin
                        ctr <= ctr - 3;
                    end 
                end
            end
            END:begin
                y_bo <= y;
                busy_o <= 0;
                state  <= 3;
                state_bo <= 3;
            end
            3:begin
                y_bo <= y_bo;
                busy_o <= busy_o;
                state <= 3;
                state_bo <= 3;
            end
            default:begin
                state <= IDLE;
                state_bo <= 0;
            end
        endcase
    end
end
endmodule 
==> ./run.sh <==
#!/bin/bash
# OpenROAD 26Q1-2900-gdf79404cd8, Yosys 0.63+post, stock flow scripts
make -C /OpenROAD-flow-scripts/flow DESIGN_CONFIG=/design/flow/config.mk WORK_HOME=/design/flow/orfs finish
==> ./config.mk <==
export PLATFORM = sky130hd
export DESIGN_NAME = cubic
export DESIGN_NICKNAME = cubic
export VERILOG_FILES = /design/flow/design.v
export SDC_FILE = /design/flow/constraint.sdc
export NUM_CORES = 4
export LEC_CHECK = 1
export CORE_UTILIZATION = 30
==> ./constraint.sdc <==
current_design cubic

set clk_period 24.1
set clk_io_pct 0.2

create_clock -name clk0 -period $clk_period [get_ports {clk_i}]

set non_clock_inputs [all_inputs -no_clocks]
set_input_delay [expr $clk_period * $clk_io_pct] -clock clk0 $non_clock_inputs
set_output_delay [expr $clk_period * $clk_io_pct] -clock clk0 [all_outputs]
==> run notes <==
Results of the implementation run.

The maximum clock skew at final layout is 0.0313 ns. The tightest slew margin relative to the limit came out at 33.7%. The tally of non-filler cells in the final layout came out at 11,900. The shortest period the worst path allows came out at 15.79 ns. The average footprint of a synthesized cell is 8.56 um2.

The worst setup path is launched from a flip-flop. The hold buffer count at cts came out at 0. The remaining routing DRC violations is 0. The number of antenna violations at the first check in global routing came to 6.

The wire length of the first global-routing pass came out at 400,000 um. The synthesized netlist cell count came out at 8,832. In this run switching power makes up 40.2% of total power. Setup repair after global routing left no endpoint under its margin. The flow reports an fmax of 63.3 MHz. Looking at the power breakdown, sequential logic takes 34.0% of the total. The CTS tree is done. The number of post-CTS setup repair buffers came out at 0. The most used flip-flop cell after synthesis is dfxtp_1. The total net switching power is 0.348 mW. The clock passes through at most 2 buffers. The height of the die came out at 504 um. The count of state elements after synthesis came out at 171.

The chip width is 504 um. The antenna violation net count after detailed routing came out at 0. The count of pins on the block boundary is 103. For this design, the slowest cell found on the critical path is a21o_1. The highest ir drop seen on vdd is 0.0563 mV. The run finished with clean final reports.

Pins over their slew limit in the final report were tallied at 0. The power report attributes to the combinational group a share of 26.6%. The final wirelength is 260,000 um. The clock insertion delay at the later pin of the skew report is 0.59 ns. The library cell used most frequently in the layout, excluding fill and tap cells, is inv_1.

The cell-internal power is 0.518 mW. The leakage power is 40.6 nW. The report shows a maximum critical-path fanout of 43. The power per cell area came out at 10.7 nW/um2. According to the Yosys statistics, the synthesized design has a chip area of 75,600 um2. The cell count in the Yosys report came out at 8,832. Overall power consumption after layout is estimated at 0.866 mW. The fraction of registers with async set or reset after synthesis came out at 0%.

The number of global-route vias before repair is 63,000. The post-route clock period utilization came out at 65.5%. The critical path data arrival time is 16.22 ns.

The final number of hold-violating endpoints is 0. The total number of clock tree sinks is 171. Detailed placement ended at an HPWL of 203,000 um.

The largest net degree at the start of global routing came out at 61. The floorplan core density came out at 30.3%. The top cell types in the final layout, fill and taps aside, are inv_1 (2,083), fa_1 (1,774), nand2_1 (1,371). The die area is 254,000 um2.

The number of placed instances, taps included is 11,900. The post-route worst hold slack is 0.470 ns. Gates resized during post-CTS repair numbered 0.

Per the detail_route report, routed wire per instance is 21.8 um. The pre-antenna-repair detailed-routing pass consisted of 5 iterations. The largest stage delay on the critical path came out at 0.73 ns. The fraction of final layout cells with drive strength greater than 1 is 4.29%.

The number of warnings issued by yosys is 1. The overall via count from detail_route came out at 57,800. The global placer's final weighted congestion is 1.02. The clock slew at the register clock pins of the worst setup and hold paths is 0.10 ns. The kind of critical path is flip-flop to flip-flop. The total negative setup slack came out at 0 ns. The placeable core region came out at 250,000 um2. The share of the yosys chip area belonging to registers came out at 4.53%. The number of warnings reported in the stage logs is 28.

In this run, the clock network consumes 39.4% of the power. The cell area after synthesis came out at 75,600 um2. CTS built an H-tree with a depth of 4. The kind of capture point of the worst setup path is a flip-flop. The distinct cell type count of the synthesized netlist came out at 84. For the worst setup path, the data required time is 24.53 ns. After floorplanning, the core was divided into 183 placement rows. The post-synth tally of flip-flops with integrated enable is 0. Per the TritonCTS log, the buffer count is 17.

The via-per-instance ratio came out at 4.84. The DRC marker count from the first detailed-route iteration came out at 2,949. The total routing resource utilization after global routing came out at 22.1%. The post-synthesis to final-layout area growth came out at 7.32%. The leftover overflow at the end of global routing is 0.

The utilization after layout is 32.5%. The pin closest to its max-slew limit shows a slew of 0.993 ns. The type of the worst min-delay path is flip-flop to flip-flop.

The run reported a max-capacitance violation count of 0. The timing report shows the most common cell along the critical path to be fa_1. The total of endpoints with negative setup slack in the final report came out at 0. In this run the tool buffered the top-level ports with 101 buffer cells. Per the CTS log, the root buffer master is clkbuf_16.
==> final cells by class <==
| cell class | instances | area, um2 |
|---|---|---|
| antenna | 4 | 10.0 |
| clock buffer | 17 | 425 |
| clock inverter | 15 | 198 |
| fill | 25500 | 168000 |
| inverter | 2087 | 7830 |
| multi-input combinational | 6022 | 62600 |
| sequential | 171 | 3470 |
| tap | 3330 | 4170 |
| timing repair buffer | 293 | 2450 |
==> synth_stat cells (all sizes together), types with 8 or more instances <==
library cell,count,area share (%)
nor2b,36,0.30
and2,686,5.7
xnor3,14,0.42
nand4,30,0.25
a21boi,16,0.16
and3,23,0.19
a31oi,26,0.22
o21bai,30,0.30
a21o,97,0.96
o211ai,25,0.25
nand2b,71,0.59
buf,49,0.28
mux2i,113,1.5
o21ai,115,0.77
or2,9,0.074
mux4,10,0.30
nand2,1371,6.8
a211oi,62,0.62
xnor2,154,1.8
o31ai,17,0.17
or3,15,0.13
clkbuf,503,2.5
mux2,29,0.43
fa,1774,47
inv,2084,10
nand3,60,0.40
nor4,9,0.074
o2111ai,8,0.093
xor2,61,0.71
a22oi,67,0.67
dfxtp,171,4.5
o21a,26,0.26
a2111oi,8,0.093
ha,396,6.6
nor3,55,0.36
nor2,303,1.5
a21oi,191,1.3
==> final timing paths <==
check             slack [ns]   from  endpoint  depth (start not counted)
setup / recovery        8.31   y[2]      x[4]                         46
hold / removal          0.47  x[16]     x[16]                          2
setup reg to reg        8.31   y[2]      x[4]                         46
hold reg to reg         0.47  x[16]     x[16]                          2
==> power by group through the flow <==
stage | combinational [mW] | clock, mW | sequential (mW)
after global routing | 0.253 | 0.362 | 0.296
final | 0.230 | 0.341 | 0.295
after CTS | 0.229 | 0.357 | 0.295
==> worst max-delay path, delay by kind of cell (launching register included) <==
family	cells	cell delay, ns
AND/OR/NAND/NOR	8	1.76
AND-OR/OR-AND	11	3.74
multiplexers	1	0.34
buffers and inverters	10	2.40
adder cells (fa/ha/maj)	11	5.23
flip-flops	1	0.33
XOR/XNOR	5	1.69
==> through the flow <==
step	cell area, um2	setup WS, ns
6_report	81100	8.31
5_1_grt	81100	7.49
4_1_cts	81100	8.08
3_5_place_dp	80500	8.12
3_3_place_gp	80500	8.27
2_1_floorplan	75600	11.23
==> registers in the layout, summed over array words and instances (netlist names) <==
register	flops
busy_o	1
ctr	4
state	4
state_bo	2
x	32
y	64
y_bo	64
==> layer usage <==
metal  vias up  routed length [um]  global-route usage [%]  share of wire [%]
met3       442               31800                    11.0                 12
met2      2784              119000                    33.9                 46
met1     29000               99400                    28.0                 38
met5         -                 187                   0.338              0.072
met4        14                9380                    6.19                3.6
li1      25500                   -                       -                  -
==> logic make-up (layout without fill, tap and decap cells) <==
group	Yosys count	after routing	share of synthesized area, %
buffers and inverters	2639	2412	13.1
other	1	5	0.00496
XOR/XNOR	232	232	3.03
flip-flops	171	171	4.53
adder cells (fa/ha/maj)	2170	2170	53.5
AND/OR/NAND/NOR	2689	2689	16.6
AND-OR/OR-AND	778	778	6.97
multiplexers	152	152	2.23
No activity file was given, so power comes from the tool's default toggle rates.
