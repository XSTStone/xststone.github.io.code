`config.mk`:
```
export PLATFORM = sky130hd
export DESIGN_NAME = root
export DESIGN_NICKNAME = root
export VERILOG_FILES = /design/flow/design.v
export SDC_FILE = /design/flow/constraint.sdc
export NUM_CORES = 4
export LEC_CHECK = 1
export CORE_UTILIZATION = 50
```
`design.v`:
```
module root (
    input clk_i,
    input rst_i,
    input start_i,
    input [31:0] x_bi,
    output reg [63:0] y_bo,
    output reg busy_o
);
localparam IDLE = 2'b00;
localparam WORK = 2'b01;
localparam END  = 2'b10;
parameter  SIZE = 8;
reg [1:0] state;
reg [31:0] x;
reg [63:0] b;
reg [63:0] y;
reg signed [3:0] ctr;
always @(posedge clk_i) begin
    if (rst_i) begin
        state <= IDLE;
        x     <= 0;
        ctr   <= 0;
        b     <= 0;
        busy_o <= 0;
        y_bo   <= 0;
        y      <= 0;
    end else begin
        case (state)
            IDLE:begin
                if (start_i) begin
                    state <= WORK;
                    x     <= x_bi;
                    ctr   <= SIZE - 2;
                    busy_o <= 1;
                    y      <= 0;
                end
            end
            WORK:begin
                if (ctr < 0) begin
                    state <= END;
                end else begin
                    y = y << 1;
                    b = (3 * y * (y + 1) + 1) << ctr;
                    if (x >= b) begin
                        x <= x - b;
                        y <= y + 1;
                        ctr <= ctr - 3;
                    end else begin
                        ctr <= ctr - 3;
                    end 
                end
            end
            END:begin
                y_bo <= y;
                busy_o <= 0;
                state  <= IDLE;
            end
            default:begin
                state <= IDLE;
            end
        endcase
    end
end
endmodule 
```
`run.sh`:
```
#!/bin/bash
# OpenROAD 26Q1-2900-gdf79404cd8, Yosys 0.63+post, stock flow scripts
make -C /OpenROAD-flow-scripts/flow DESIGN_CONFIG=/design/flow/config.mk WORK_HOME=/design/flow/orfs finish
```
`constraint.sdc`:
```
current_design root

set clk_period 44.0
set clk_io_pct 0.2

create_clock -name clk0 -period $clk_period [get_ports {clk_i}]

set non_clock_inputs [all_inputs -no_clocks]
set_input_delay [expr $clk_period * $clk_io_pct] -clock clk0 $non_clock_inputs
set_output_delay [expr $clk_period * $clk_io_pct] -clock clk0 [all_outputs]
```
==> reports/metrics.yaml <==
outcome:
  status: "finished, final reports clean"
synth:
  synth_dominant_cell_count: "inv_1"
  synth_stat.cells: 8623
  ys_ff: 168
  ys_chip_area_um2: 74550
  ys.warnings.count: 1
  ys.flop_type: "dfxtp_1"
  syn-cell-area_um2: 74550
  area_leaders: "fa_1 (48%), inv_1 (10%), nand2_1 (6.7%)"
  async_flop_share_pct: 0
  syn-instance-count: 8623
  synth.top_cell.area_share_pct: 47.64
  syn_avg_cell_area_um2: 8.645
  edf_count: 0
  yosys-top-cells-count: "inv_1 (2052), fa_1 (1774), nand2_1 (1329), and2_1 (668), clkbuf_1 (507)"
  yosysUniqueCellTypes: 93
  seq_area_frac_synth_pct: 4.512
  top_area_cell: "fa_1"
routing:
  ant_nets: 0
  wl_per_cell_um: 22.62
  via_count: 56110
  drt-pass1-iter-count: 5
  via_per_inst: 5.434
  drc: 0
  drtIter0Drc: 2821
  wl_mm: 233.6
layout:
  drive_above_1_share_pct: 4.051
  stdcell_area_um2: 78240
  final_core_util_pct: 52.92
  nFillCells: 13580
  syn2layout_area_growth_pct: 4.958
setup_path:
  crit_start: "y[11]"
  worstPathRequired_ns: 44.47
  worst_path_max_delay_cell: "a2111oi_0"
  arrival_ns: 16.93
  reg2reg_depth: 49
  r2r-start: "y[11]"
  crit_fanout: 26
  cpPeakStageDelay_ns: 0.95
  endpoint_kind: "flop"
  crit_path_frequent_cell: "xnor2_1"
  cp-start-kind: "flop"
  rr_endpoint: "x[6]"
  crit_type: "flop to flop"
  r2r_setup_slack_ns: 27.53
  endpoint: "x[6]"
power:
  power_switching_share_pct: 39.53
  leakage_nw: 40.30
  power.switching_mw: 0.1873
  totalPowerFinal_mw: 0.4740
  p_seq_share_pct: 33.6
  ir_drop_v: 0.00002591
  cellPowerDensity_nw_per_um2: 6.057
  clockPowerShare_pct: 38.4
  power_frac_comb_pct: 28.1
  p_int_mw: 0.2866
global_routing:
  grt_max_degree: 61
  grt_pass1_vias: 60870
  grt_pass1_wl_mm: 367.0
  grt_usage_pct: 35.00
  antenna_found_initial: 10
  overflow: 0
min_path:
  min_path_type: "flop to flop"
  hold_depth: 2
floorplan:
  fp_util_pct: 50.42
  core_um2: 147800
  die_x_um: 388.1
  die_h_um: 388.1
  die_area_um2: 150600
  rows: 141
  ios: 100
clocking:
  clk_latency_ns: 0.57
  cts_sinks: 168
  cts_resized: 0
  clockBufferDepth: 2
  clkSlewWorstSetupHoldPaths_ns: 0.09
  cts_hold_buf: 0
  htree_levels: 4
  cts_root_buffer: "clkbuf_16"
  postCtsSetupBuffers: 0
  cts_tree: "yes"
  cts_buffers: 17
final_timing:
  tightestPinTransition_ns: 1.128
  finalWorstPathRequiredPeriod_ns: 16.47
  finalHoldViolations: 0
  whs_ns: 0.4971
  fin_skew_ns: 0.03804
  max_slew_margin_pct: 22.87
  setup_violations: 0
  fmax_mhz: 60.72
  rsz0062_at_grt: "no"
  finalCritPeriodShare_pct: 37.43
  slew_violations: 0
  finalSetupTns_ns: 0
place:
  hpwl_mm: 184.7
  port_buffers: 99
  gp_congestion: 1.013
  dpl_cell_area_um2: 77640
job:
  warnings: 28
  maxCapViolCount: 0
[power by group through the flow]
stage | combinational, mW | clock [mW] | sequential, mW
final | 0.133 | 0.182 | 0.159
after global routing | 0.146 | 0.191 | 0.160
after CTS | 0.132 | 0.190 | 0.159
[kinds of logic after synthesis]
logic type                 Yosys count  share of synthesized area, %
and+or+nand+nor                   2592                         16.29
DFF                                168                         4.512
AOI/OAI and AO/OA                  725                         6.678
muxes                              143                         2.066
adders and majority gates         2171                         54.30
buffers and inverters             2594                         13.10
xor gates and xnor gates           230                         3.056
[sequential cells by signal, summed over array words and instances (netlist names)]
register	cells
busy_o	1
ctr	4
state	3
x	32
y	64
y_bo	64
[final cells by class]
type	instances	area (um2)	area share [%]
flip-flops and latches	168	3407	4.354
well taps	1930	2415	3.086
multi-input cells	5861	61760	78.94
clock buffers	18	439.2	0.5613
repair buffers	276	2333	2.982
diodes	4	10.01	0.01279
inverters	2056	7717	9.863
clock inverters	14	158.9	0.2031
[stage by stage]
step	setup WS [ns]	cells
after global routing	26.86	10320
after global placement	27.71	10290
final	27.53	10330
after CTS	27.62	10320
after detailed placement	27.70	10290
after floorplan	31.23	8623
[metal layers]
| metal | part of all wire (%) | GRT usage (%) |
|---|---|---|
| met1 | 38 | 49.07 |
| met2 | 45 | 50.86 |
| met3 | 13 | 17.54 |
| met4 | 3.6 | 9.170 |
| met5 | 0.11 | 1.276 |
[cells in the final DEF, fill, tap and decap left out, types with 34 or more instances in the layout]
master           instances
and3_1                  43
and2_1                 668
a22oi_1                 67
a21oi_1                185
xnor2_1                140
nor3_1                  47
clkdlybuf4s50_1         98
fa_1                  1774
dfxtp_1                137
o21ai_0                 91
ha_1                   396
a211oi_1                62
xor2_1                  38
nor2_1                 287
inv_1                 2051
buf_4                  176
nand2b_1                52
a21o_1                 105
nand2_1               1329
nor2b_1                 34
mux2i_1                119
[worst max-delay path, delay by kind of cell (launching register included)]
kind	cells	cell delay [ns]
AOI/OAI and AO/OA	12	4.74
adders and majority gates	10	4.69
xor gates and xnor gates	16	4.27
buffers and inverters	7	0.93
and+or+nand+nor	4	0.91
DFF	1	0.77
[worst min-delay path by stage]
stage                     end    start  slack [ns]
after CTS             y_bo[0]  y_bo[0]        0.50
after global routing  y_bo[2]  y_bo[2]        0.52
final                 y_bo[1]  y_bo[1]        0.50
Power is estimated from default activity; no workload was simulated.
