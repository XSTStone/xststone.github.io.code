==> config.mk <==
export PLATFORM = sky130hd
export DESIGN_NAME = slave
export DESIGN_NICKNAME = slave
export VERILOG_FILES = /design/flow/design.v
export SDC_FILE = /design/flow/constraint.sdc
export NUM_CORES = 4
export LEC_CHECK = 1
export CORE_UTILIZATION = 40
export SYNTH_MEMORY_MAX_BITS = 65536
==> constraint.sdc <==
current_design slave

set clk_period 39.4
set clk_io_pct 0.2

create_clock -name clk0 -period $clk_period [get_ports {HCLK_i}]

set non_clock_inputs [all_inputs -no_clocks]
set_input_delay [expr $clk_period * $clk_io_pct] -clock clk0 $non_clock_inputs
set_output_delay [expr $clk_period * $clk_io_pct] -clock clk0 [all_outputs]
==> design.v <==
module slave(
    input HCLK_i,
    input HRESETn_i,
    output reg [31:0] HRDATA_bo,
    input [31:0] HADDR_bi,
    input [31:0] HWDATA_bi,
    input HWRITE_i
);
reg [31:0] mem [255:0];
always@(posedge HCLK_i)
    if(HRESETn_i == 0)
        HRDATA_bo <= 0;
    else begin
        if(HWRITE_i)
            mem[HADDR_bi] <= HWDATA_bi;
        else
            HRDATA_bo <= mem[HADDR_bi];
    end
endmodule
==> run.sh <==
#!/bin/bash
# OpenROAD 26Q1-2900-gdf79404cd8, Yosys 0.63+post, stock flow scripts
make -C /OpenROAD-flow-scripts/flow DESIGN_CONFIG=/design/flow/config.mk WORK_HOME=/design/flow/orfs finish
==> flow_metrics.env <==
# implementation run metrics
export IMPL_hold_viol_final=0
export IMPL_initCoreUtil_pct=40.15
export IMPL_hold_buffers=0
export IMPL_insertion_delay_ns=1.17
export IMPL_route_detailed_drc=0
export IMPL_max_slew_margin_pct=22.28
export IMPL_drtAntennaViolNets=0
export IMPL_dp_slack_ns=24.17
export IMPL_hpwl_microns=513800
export IMPL_grt_max_degree=114
export IMPL_grtUsageTotal_pct=24.83
export IMPL_clock_skew_ns=0.09217
export IMPL_ys_seq_elements=8224
export IMPL_vias=148349
export IMPL_cpLargestDelayFamily="buffers and inverters"
export IMPL_root_buffer="clkbuf_16"
export IMPL_worst_setup_path_end_kind="flip-flop"
export IMPL_tightest_slew_ns=1.161
export IMPL_wl_per_cell_microns=34.41
export IMPL_ys_seq_share_pct=78.87
export IMPL_ir_drop_uv=50.35
export IMPL_area_growth_synth_to_final_pct=13.81
export IMPL_finalSetupViolations=0
export IMPL_warnings=54
export IMPL_synthCells=13629
export IMPL_worstPathRequired_ns=40.39
export IMPL_first_pass_iters=6
export IMPL_cts_max_path_buffers=4
export IMPL_fin_cells=25658
export IMPL_wl_microns=883000
export IMPL_run_status="finished clean"
export IMPL_antenna_found_initial=42
export IMPL_gp_congestion=0.8979
export IMPL_power_uw=17810
export IMPL_slowest_delay_ns=0.71
export IMPL_cp_max_fo=82
export IMPL_io_pins=99
export IMPL_grt_setup_unrepaired="no"
export IMPL_cts_made_buffers=790
export IMPL_viasPerCell=5.782
export IMPL_grt_pass1_vias=164304
export IMPL_netlist_area_sq_um=312700
export IMPL_crit_top_cell="buf_4"
export IMPL_clk_pin_slew_ns=0.06
export IMPL_ys_cells=13629
export IMPL_row_count=324
export IMPL_edf_count=8192
export IMPL_fill_cells=62998
export IMPL_leakagePower_uw=0.1091
export IMPL_die_size_y_microns=886.2
export IMPL_synthDistinctLibCells=58
export IMPL_async_flop_share_pct=0
export IMPL_cts_resized=0
export IMPL_dp_cells=24130
export IMPL_core_sq_um=778800
export IMPL_cts_tree="built"
export IMPL_min_period_ns=14.11
export IMPL_grt_pass1_wl_microns=1236000
export IMPL_fmax_mhz=70.89
export IMPL_fin_tns_setup_ns=0
export IMPL_fp_dieW_microns=886.2
export IMPL_hold_path_class="reg -> reg"
export IMPL_slew_violations=0
export IMPL_drtIter0Drc=10193
export IMPL_worstPathArrival_ns=15.09
export IMPL_cp_cell_sequence="buf_16 -> buf_4 -> buf_12 -> buf_4 -> buf_4 -> buf_4 -> buf_4 -> buf_4 -> mux4_2 -> nand2_1 -> a21oi_1 -> o31a_1 -> a2111oi_2 -> buf_4 -> a41oi_1"
export IMPL_synthFlopType="edfxtp_1"
export IMPL_finalCritPeriodShare_pct=35.80
export IMPL_avgSynthCellArea_sq_um=22.94
export IMPL_fin_ws_ns=25.29
export IMPL_drv_cap=0
export IMPL_yosysWarnings=1
export IMPL_io_buffers=74
export IMPL_cts_htree_levels=6
export IMPL_crit_slowest_cell="buf_4"
export IMPL_p_per_area_nw_per_um2=50.04
export IMPL_drive_above_1_share_pct=28.40
export IMPL_chip_area_sq_um=785300
export IMPL_cts_setup_buffers=0
export IMPL_ys_area_sq_um=312700
export IMPL_setup_worst_path_start_class="primary input"
export IMPL_critPathKind="in -> reg"
export IMPL_cp_num_buf_inv=9
export IMPL_clock_sinks=8224
export IMPL_grt_overflow=0
-- worst reg2reg max path, stage by stage, from the launching register on --
cell      delay (ns)
edfxtp_1        0.36
mux4_2          0.49
o221ai_1        0.55
nor3_1          0.27
o22ai_1         0.64
or4_1           0.72
a41oi_1         0.20
-- state kept, by name, summed over array words and instances (netlist names) --
| signal | flops |
|---|---|
| HRDATA_bo | 32 |
| mem | 8192 |
-- layer usage --
metal | track usage [%] | part of all wire [%] | vias to the layer above
met4 | 8.111 | 4.3 | 62
met2 | 34.86 | 46 | 11074
li1 | - | - | 60227
met3 | 22.97 | 21 | 1598
met5 | 3.628 | 0.40 | -
met1 | 26.67 | 29 | 75388
-- placed cells by master, fill, tap and decap left out, types with 19 or more instances in the layout --
cell type and count:
buf_4 777, a32oi_1 176, a211oi_1 30, nand3_1 31, nor3_2 32, a41oi_1 21, o22ai_1 189, o221ai_1 27
dfxtp_1 32, nor2_4 232, nor2_1 48, clkinv_2 143, nand2_2 20, edfxtp_1 8192, a22o_1 32, a22oi_1 176
o21ai_0 97, mux2i_1 381, nand2_1 535, mux4_2 2024, bufinv_16 50, a31oi_1 19, a221oi_1 44, clkdlybuf4s50_1 32
a21oi_1 187, o22a_1 25, clkbuf_1 198, nor3_1 42, clkinv_1 173, mux2_2 21, diode_2 84, clkbuf_16 795
clkinvlp_4 21, buf_8 31
-- where the power goes --
group | switching, uW | internal, uW | total [uW]
Sequential | 11.0 | 9630 | 9640
Clock | 3250 | 4060 | 7310
Combinational | 572 | 286 | 858
Total | 3830 | 14000 | 17800
-- final timing paths --
path / slack, ns / depth (start not counted) / to / from
hold reg to reg: 0.58 / 2 / HRDATA_bo[25]$_SDFFE_PN0N_ / HRDATA_bo[25]$_SDFFE_PN0N_
setup / recovery: 25.29 / 15 / HRDATA_bo[18]$_SDFFE_PN0N_ / HADDR_bi[3]
setup reg to reg: 36.08 / 6 / HRDATA_bo[7]$_SDFFE_PN0N_ / mem[43][7]$_DFFE_PP_
hold / removal: 0.58 / 2 / HRDATA_bo[25]$_SDFFE_PN0N_ / HRDATA_bo[25]$_SDFFE_PN0N_
-- through the flow --
| stage | hold slack (ns) | util, % | instance area, sq um |
|---|---|---|---|
| floorplan | 0.4665 | - | 312700 |
| global placement | 0.5573 | 42.49 | 330900 |
| detailed placement | 0.5608 | 42.49 | 330900 |
| CTS | 0.5837 | 45.67 | 355700 |
| global route | 0.5946 | 45.69 | 355800 |
| finish | 0.5804 | 45.70 | 355900 |
-- cell families after synthesis --
kind of cell	share of synthesized area (%)
AOI/OAI and AO/OA	2.450
and+or+nand+nor	1.479
DFF	78.87
muxes	15.87
buffers and inverters	1.326
-- synthesized netlist by cell type, drive strengths merged, types with 74 or more instances --
| cell | count | area share [%] |
|---|---|---|
| a21oi | 187 | 0.30 |
| a22oi | 176 | 0.42 |
| a32oi | 176 | 0.49 |
| buf | 541 | 1.0 |
| clkbuf | 250 | 0.30 |
| edfxtp | 8192 | 79 |
| mux2i | 381 | 1.2 |
| mux4 | 2024 | 15 |
| nand2 | 556 | 0.67 |
| nor2 | 285 | 0.34 |
| nor3 | 74 | 0.12 |
| o21ai | 104 | 0.17 |
| o22ai | 189 | 0.38 |
-- final cells by class --
type / count / area, sq um / share of cell area [%]
Clock buffer: 1001 / 20750 / 5.830
Tap cell: 10432 / 13050 / 3.668
Multi-Input combinational cell: 4608 / 64230 / 18.05
Sequential cell: 8224 / 246600 / 69.30
Inverter: 6 / 47.55 / 0.01336
Antenna cell: 84 / 210.2 / 0.05906
Clock inverter: 443 / 4003 / 1.125
Timing Repair Buffer: 860 / 6960 / 1.956
Power and IR drop assume default switching activity.
